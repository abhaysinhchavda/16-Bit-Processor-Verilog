## flow/run.sh

```bash
#!/bin/bash
# OpenROAD 26Q1-2900-gdf79404cd8, Yosys 0.63+post, stock flow scripts
make -C /OpenROAD-flow-scripts/flow DESIGN_CONFIG=/design/flow/config.mk WORK_HOME=/design/flow/orfs finish
```

## flow/constraint.sdc

```tcl
current_design data_path

set clk_period 2.7
set clk_io_pct 0.2

create_clock -name clk0 -period $clk_period [get_ports {clk}]
create_clock -name clk1 -period $clk_period [get_ports {st_reg_ld}]

set non_clock_inputs [all_inputs -no_clocks]
set_input_delay [expr $clk_period * $clk_io_pct] -clock clk0 $non_clock_inputs
set_output_delay [expr $clk_period * $clk_io_pct] -clock clk0 [all_outputs]
```

## flow/config.mk

```make
export PLATFORM = sky130hd
export DESIGN_NAME = data_path
export DESIGN_NICKNAME = data_path
export VERILOG_FILES = /design/flow/design.v
export SDC_FILE = /design/flow/constraint.sdc
export NUM_CORES = 4
export LEC_CHECK = 1
export CORE_UTILIZATION = 30
```

## flow/design.v

```verilog
`timescale 10ns/10ns
module alu(
  output reg [15:0] result,
	output reg [4:0] flags,
	input [15:0] operand1,operand2,
	input [5:0] opcode);
	reg [15:0] temp;
	initial flags = 5'b00000; 
  always @(*)
	begin
		flags = 5'b00000;  
		case(opcode)
			6'b001_001,6'b010_001:  
				begin
          if(operand1[15] == 1'b0 && operand2[15] == 1'b0)  
          begin
							result = operand1 + operand2;		
              if(result[15] == 1'b1)  
								flags[1] = 1'b1;
          end
          else if((operand1[15] == 1'b0 && operand2[15] == 1'b1) || (operand1[15] == 1'b1 && operand2[15] == 1'b0))  
					begin
							{flags[0],result} = operand1 + operand2;  
							flags[4] = result[15];
					end
          else if(operand1[15] == 1'b1 && operand2[15] == 1'b1)  
					begin
							{flags[0],result} = operand1 + operand2;  
							flags[4] = 1'b1;
              if(result[15] == 1'b0)    
								flags[1] = 1'b1;
						end
				end
			6'b001_111:  
				begin
          {flags[0],result} = operand1 * operand2;
				end
			6'b001_010,6'b010_010,6'b001_110,6'b010_110:  
				begin
					temp = (~operand2 + 1'b1);
					if(operand1[15] == 1'b0 && temp[15] == 1'b0)  
						begin
							result = operand1 + temp;
              if(result[15] == 1'b1)  
								flags[1] = 1'b1;
            end
          else if((operand1[15] == 1'b0 && temp[15] == 1'b1) || (operand1[15] == 1'b1 && temp[15] == 1'b0))  
          begin
							{flags[0],result} = operand1 + temp;
							flags[4] = result[15];
          end
          else if(operand1[15] == 1'b1 && temp[15] == 1'b1)  
					begin
							{flags[0],result} = operand1 + temp;
							flags[4] = 1'b1;
							if(result[15] == 1'b0)  
								flags[1] = 1'b1;
          end
				end
			6'b001_011,010_011:  
				begin
					result = operand1 ^ operand2;
					flags[4] = result[15];	
				end
      6'b001_100,010_100:  
				begin
					result = operand1 & operand2;	
					flags[4] = result[15];	
        end
      6'b001_101,010_101:  
				begin
					result = operand1 | operand2;	
					flags[4] = result[15];	
				end
			6'b011_001:  
				begin
					result = ~operand1;
					flags[4] = result[15];
        end
			6'b011_000:  
				begin
					result = ~operand1 + 1'b1;
					flags[4] = result[15];
        end
			6'b011_010:  
				begin
					flags[0] = operand1[0];
					result = operand1 >> 1;
					flags[4] = result[15];	
				end
			6'b011_011:  
				begin
					flags[0] = operand1[15];
					result = operand1 << 1;
					flags[4] = result[15];	
				end
			6'b011_110:  
				begin
					result = operand1 >>> 1;
					flags[4] = result[15];	
				end
			6'b011_111:  
				begin
					result = {16{1'b0}};
				end
			6'b011_101:  
				begin
          if(operand1[15] == 1'b0) 
          begin
							result = operand1 + 1;		
							if(result[15] == 1'b1)  
								flags[1] = 1'b1;
					end
					else if(operand1[15] == 1'b1) 
					begin
							{flags[0],result} = operand1 + 1;
							flags[4] = result[15];
              if(result[15] == 1'b0)  
								flags[1] = 1'b1;
          end
        end
			6'b011_100:  
				begin
					if(operand1[15] == 1'b0)  
						begin
							{flags[0],result} = operand1 + {16{1'b1}};	
							flags[4] = result[15];	
            end
					else if(operand1[15] == 1'b1) 
						begin
							{flags[0],result} = operand1 + {16{1'b1}};
							flags[4] = 1'b1;
							if(result[15] == 1'b0)  
								flags[1] = 1'b1;
            end
				end
		endcase
    if(result == 0)   
      flags[3] = 1'b1;
    if(result[15] == 1'b1)   
			flags[2] = 1'b1;
		end	
endmodule
`timescale 10ns/10ns
module data_memory(	
	output reg [15:0] mem_d_out,
	input [15:0] mem_d_in,
	input [4:0] mem_addr,
	input mem_wr,clk);
reg [15:0] memory [31:0];
initial begin
  	memory[0] = 16'b0000_0000_0000_0110;  
	memory[1] = 16'b0000_0000_0000_0101;  
	mem_d_out = 16'bzzzz_zzzz_zzzz_zzzz; 
end
always @(posedge clk)
			case(mem_wr)	
					1'b0:
						mem_d_out <= memory[mem_addr];		
					1'b1:
						memory[mem_addr] <= mem_d_in;
					default:
						mem_d_out = 16'bzzzz_zzzz_zzzz_zzzz;
			endcase
endmodule
`timescale 10ns/10ns
module data_path(
	output [4:0] flags_out,
	output [15:0] inst,
	input [4:0] mem_addr,reg_addr1,reg_addr2,imd_operand,
	input mem_wr,reg_wr,IorR,PcorR,Pc_Rst,Pc_Ld,clk, st_reg_ld,pc_addr_sel,Rst,
	input [5:0] opcode,
	input [1:0] Din_Sel,
	input [15:0] imd_addr);
	wire [15:0] inst_addr; 
  wire [15:0] se_op;
	wire [15:0] reg_out_1,reg_out_2,mem_d_out,reg_d_in,temp_out,result,operand1,operand2,pc_addr;
	wire [4:0] flags_in;
	program_counter pc_obj(inst_addr,clk,Pc_Rst,Pc_Ld,pc_addr);
	inst_mem instmem_obj(inst,inst_addr,clk);
	data_memory dm_obj(mem_d_out,reg_out_1,mem_addr,mem_wr,clk);
	mux_4x1 mux_obj1(reg_d_in,mem_d_out,result,temp_out,Din_Sel);
	reg_file regfile_obj(reg_out_1,reg_out_2,reg_addr1,reg_addr2,reg_d_in,reg_wr,clk);
	temp_storage ts_obj(temp_out,operand2,reg_wr, clk);
	sign_extend se_obj(se_op,imd_operand);
	mux_2x1 mux_obj2(operand2,se_op,reg_out_2,IorR);
	mux_2x1 mux_obj3(operand1,reg_out_1,inst_addr,PcorR);
	alu alu_obj(result,flags_in,operand1,operand2,opcode);
	status_reg st_reg_obj(flags_out,flags_in,st_reg_ld,Rst,clk);
	mux_2x1 mux_obj4(pc_addr,result,imd_addr,pc_addr_sel);
endmodule
`timescale 10ns/10ns
module inst_mem(
  output reg [15:0] inst,
	input [15:0] inst_addr,
	input clk);
initial inst = 16'bzzzzzz_zzzzz_zzzzz;
always @(negedge clk)
begin
  case(inst_addr)
    		16'd0:
      			inst <= 16'b001010_00000_00001;  
		16'd1:
			inst <= 16'b000000_00001_00001;  
		16'd2:
			inst <= 16'b000000_00000_00000;  
		16'd3:
			inst <= 16'b100001_00000_00101;  
		16'd4:
			inst <= 16'b010000_00000_00101;  
		16'd5:
			inst <= 16'b010000_00000_00110;  
		16'd6:
			inst <= 16'b000001_00010_00000;  
	default:
    inst <= 16'bzzzzzz_zzzzz_zzzzz;
  endcase
end
endmodule
`timescale 10ns/10ns
module mux_2x1(
	output [15:0] mux_out,
	input [15:0] val1,val2,
	input Sel);
	assign mux_out = (Sel == 1'b0) ? val1 : ((Sel == 1'b1) ? val2 : 16'bzzzz_zzzz_zzzz_zzzz);
endmodule
`timescale 10ns/10ns
module mux_4x1(
	output [15:0] mux_out,
	input [15:0] val1,val2,val3,
	input [1:0] Sel);
assign mux_out = (Sel == 2'b00) ? val1 : ((Sel == 2'b01) ? val2 : ((Sel == 2'b10) ? val3 : 16'bzzzz_zzzz_zzzz_zzzz) );
endmodule
`timescale 10ns/10ns
module program_counter(
	output [15:0] inst_addr,
	input clk,Pc_Rst,Pc_Ld,
	input [15:0] Pc_addr_in);
reg [15:0] addr;
assign inst_addr = addr;
initial addr = 6'd0;
always @(posedge clk or negedge Pc_Rst)
			if(Pc_Rst == 1'b0)
				addr <= 16'd0;
			else if(Pc_Ld == 1'b1)
				addr <= Pc_addr_in;
endmodule
`timescale 10ns/10ns
module reg_file(
  output reg [15:0] reg_out_1,reg_out_2,
	input [4:0] reg_addr1,reg_addr2,
	input [15:0] reg_din,
	input reg_wr,clk);
reg [15:0] registers [31:0];
initial begin
  {reg_out_1,reg_out_2} = {32{1'b0}};
  registers[3]=16'b0101_0000_1111_0101;
  registers[8]=16'b1010_1111_0000_1010;
end
always @(negedge clk)
begin
  case(reg_wr)
    1'b0:
    begin
	reg_out_1 <= registers[reg_addr1];
	reg_out_2 <= registers[reg_addr2];
    end
    1'b1:
    begin
      registers[reg_addr1] <= reg_din;
    end
  endcase
end
endmodule
`timescale 10ns/10ns
module sign_extend(
	output [15:0] d_out,
	input [4:0] d_in);
	assign d_out = (d_in[4] == 1'b0) ? {{11{1'b0}},d_in} : {{11{1'b1}},d_in};
endmodule
`timescale 10ns/10ns
module status_reg(
		output [4:0]flags_out,
		input [4:0]flags_in,
		input clk,ld,rst);
reg [4:0]st_reg;
assign flags_out = st_reg;
initial st_reg = 5'b00000;
always @(posedge clk or negedge rst)
begin
  if(rst == 1'b0)
    st_reg <= 5'b00000;
	else
		if(ld == 1'b1)
      st_reg <= flags_in;
		end
endmodule
`timescale 10ns/10ns
module temp_storage(
	output [15:0] temp_out,
	input [15:0] temp_in,
	input reg_wr,clk);
wire comp_reg_wr;
reg [15:0] temp_register;
not g1(comp_reg_wr,reg_wr);
assign temp_out = temp_register;
initial temp_register = {16{1'b0}};
always @(negedge clk)
  if(comp_reg_wr == 1'b1)
  begin
    temp_register <= temp_in;
  end
endmodule
```

==> impl_metrics.env <==
# flow metrics
export IMPL_untimed_endpoints=16
export IMPL_synthTopCellsByCount="edfxtp_1, mux4_2, nor2_1"
export IMPL_netlist_instances=3305
export IMPL_ys_types=87
export IMPL_num_rows=157
export IMPL_top_area_cell="edfxtp_1"
export IMPL_synth_area_mm2=0.0552
export IMPL_top_cells_by_area="edfxtp_1, mux4_2, fa_1, ha_1, a22oi_1"
export IMPL_cts_hold_buf=0
export IMPL_avgSynthCellArea_um2=16.7
export IMPL_crit_endpoint="st_reg_obj.st_reg[3]$_DFFE_PN0P_/D"
export IMPL_error="[ERROR GRT-0116] Global routing finished with congestion. Check the congestion regions in the DRC Viewer."
export IMPL_dp_slack_ps=-4850
export IMPL_die_width_um=431
export IMPL_fp_util_pct=30.2
export IMPL_ff_type="edfxtp_1"
export IMPL_pin_count=75
export IMPL_place_hpwl_mm=120
export IMPL_unclocked_pins=16
export IMPL_grt_max_degree=49
export IMPL_yosys_area_mm2=0.0552
export IMPL_ys_ff=1134
export IMPL_status="stopped before the end"
export IMPL_top_cell="edfxtp_1"
export IMPL_yosys_warnings=18
export IMPL_die_height_um=431
export IMPL_worstEpCategory="sequential cell input"
export IMPL_synth_edff_count=1088
export IMPL_top_cell_area_share_pct=59.2
export IMPL_globalplace_congestion=0.988
export IMPL_yosys_cells=3305
export IMPL_placed_cells=6390
export IMPL_ys_async_sr_fraction_pct=1.85
export IMPL_io_buffers=67
export IMPL_haltStage="5_1_grt"
[logic make-up after synthesis]
family	share of synthesized area, %
fa+ha+maj	5.97
compound gates	4.76
simple gates	5.44
mux	18.8
flops	60.5
buf+inv	2.70
other cells	0.00680
latches	0.436
xor+xnor	1.42
[through the flow]
| stage | area [um^2] | total power (uW) |
|---|---|---|
| 4_1_cts | 73900 | 64200 |
| 3_5_place_dp | 65700 | 42800 |
| 2_1_floorplan | 55700 | 33600 |
| 3_3_place_gp | 65700 | 43000 |
[repair_timing]
item | CTS
setup buffers | 57
resized | 227
gates cloned | 26
endpoints found under the setup margin | 994
pin swaps | 52
Power and IR drop assume default switching activity.
